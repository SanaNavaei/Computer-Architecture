<file path="/design/flow/design.v">
module regID_EX(clk, rst, alu_function_in, alu_src_in, reg_write_in, reg_dst_in, mem_read_in, mem_write_in, mem_to_reg_in,
                 alu_function_out, alu_src_out, reg_write_out, reg_dst_out, mem_read_out, mem_write_out, mem_to_reg_out,
                 read_data1, read_data2, sign_extend, rt, rd, rs, addPCin, read_data1_out, read_data2_out, sign_extend_out,
                 rt_out, rd_out, rs_out, addPCout);
    input clk, rst, mem_read_in, mem_write_in, alu_src_in, reg_write_in;
    input [1:0] reg_dst_in,mem_to_reg_in;
    input [2:0] alu_function_in;
    input [4:0] rt, rd, rs;
    input [31:0] read_data1, read_data2, sign_extend, addPCin;
    output reg alu_src_out, mem_read_out, mem_write_out, reg_write_out;
    output reg [1:0] reg_dst_out, mem_to_reg_out;
    output reg [2:0] alu_function_out;
    output reg [4:0] rt_out, rd_out, rs_out;
    output reg [31:0] read_data1_out, read_data2_out, sign_extend_out, addPCout;
    always @(posedge clk) begin
        if (rst)
            {read_data1_out, read_data2_out, sign_extend_out, addPCout, rt_out, rd_out, rs_out,
             alu_function_out, alu_src_out, reg_write_out, reg_dst_out, mem_read_out, mem_write_out, mem_to_reg_out} <= 154'b0;
        else
            {read_data1_out, read_data2_out, sign_extend_out, addPCout, rt_out, rd_out, rs_out,
             alu_function_out, alu_src_out, reg_write_out, reg_dst_out, mem_read_out, mem_write_out, mem_to_reg_out} <=
            {read_data1, read_data2, sign_extend, addPCin,rt, rd, rs, alu_function_in, alu_src_in, reg_write_in,
             reg_dst_in, mem_read_in, mem_write_in, mem_to_reg_in};
    end
endmodule
</file>
<file path="/design/flow/run.sh">
#!/bin/bash
# OpenROAD 26Q1-2900-gdf79404cd8, Yosys 0.63+post, stock flow scripts
make -C /OpenROAD-flow-scripts/flow DESIGN_CONFIG=/design/flow/config.mk WORK_HOME=/design/flow/orfs finish
</file>
<file path="/design/flow/config.mk">
export PLATFORM = sky130hd
export DESIGN_NAME = regID_EX
export DESIGN_NICKNAME = regID_EX
export VERILOG_FILES = /design/flow/design.v
export SDC_FILE = /design/flow/constraint.sdc
export NUM_CORES = 4
export LEC_CHECK = 1
export CORE_AREA = 10 10 185 185
export DIE_AREA = 0 0 195 195
</file>
<file path="/design/flow/constraint.sdc">
current_design regID_EX

set clk_period 1.0
set clk_io_pct 0.2

create_clock -name clk0 -period $clk_period [get_ports {clk}]

set non_clock_inputs [all_inputs -no_clocks]
set_input_delay [expr $clk_period * $clk_io_pct] -clock clk0 $non_clock_inputs
set_output_delay [expr $clk_period * $clk_io_pct] -clock clk0 [all_outputs]
</file>
==> flow_summary.json <==
{
  "worstHoldPathCells": 2,
  "cts_root_buf": "sky130_fd_sc_hd__clkbuf_16",
  "p_leak_uw": 0.00339,
  "synth.cellmix.compoundShare": 0,
  "post-dp-hpwl_mm": 12.3,
  "area.combinational_um2": 1080,
  "numPortBuffers": 309,
  "synthesis_to_layout_area_growth_pct": 81.0,
  "netlist_instances": 325,
  "clock-sinks": 154,
  "mux_cell_area_share": 0,
  "ys_dominant_reg_cell": "sky130_fd_sc_hd__dfxtp_1",
  "failed_checks": "negative setup slack",
  "topCombFamilyByArea": "simple AND/OR/NAND/NOR gates",
  "run_status": "finished, violations left",
  "crit_family": "flip-flops",
  "power.share.clock": 0.448,
  "yosysChipArea_um2": 4300,
  "dieArea_um2": 38000,
  "cts_tree": "built",
  "holdCritPathClass": "primary input to register",
  "dr_total_vias": 3245,
  "netSwitchingPower_uw": 3280,
  "simple_gate_share": 0.251,
  "layout-drive-gt1-share": 0.414,
  "finalWeightedCongestion": 0.742,
  "route.antenna.remaining_nets": 0,
  "design_power_total_uw": 14200,
  "int_pwr_uw": 11000,
  "cp_max_fo": 1,
  "postCtsSetupRepairBufs": 0,
  "net_sw_frac": 0.231,
  "top_area_cell": "sky130_fd_sc_hd__dfxtp_1",
  "cp_data_arrival_time_ns": 0.92,
  "setup_ws_ns": -0.121,
  "placement_rows": 64,
  "path_clk_slew_ns": 0.07,
  "syn_avg_cell_area_um2": 13.2,
  "max_cap_viol_count": 0,
  "htree_depth": 4,
  "setup_tns_ns": -5.16,
  "path_cells": "buf_6",
  "power_density_nw_per_um2": 1830,
  "grtUsageTotal": 0.0787,
  "hold_path.startpoint": "rst",
  "setup_viol": 154,
  "max_stage_delay_ns": 0.39,
  "seq_power_share": 0.460,
  "synth_sequential_area_ratio": 0.718,
  "drt_pass_1_iters": 3,
  "vias_in_the_first_global_route": 3496,
  "cts_buffer_depth": 2,
  "wl_mm": 15.4,
  "drc_errors": 0,
  "cp_num_buf_inv": 1,
  "chipHeight_um": 195,
  "cp_slowest_cell": "sky130_fd_sc_hd__dfxtp_4",
  "maxSlewHeadroom": 0.826,
  "min_delay_worst_endpoint": "sign_extend_out[15]",
  "count_of_flip_flops_with_a_built_in_enable_after_synthesis": 0,
  "grt_start_max_net_pins": 32,
  "post_synth_instance_area_um2": 4300,
  "worst_setup_path_start_kind": "register",
  "wire_length_of_the_first_global_routing_pass_mm": 22.6,
  "synthArstFlopShare": 0,
  "area_of_the_core_um2": 30400,
  "number_of_antenna_violations_at_the_first_check_in_global_routing": 0,
  "synth_flops": 154,
  "regArea_um2": 3120,
  "rsz0062_at_grt": "true",
  "end_kind": "output pin",
  "detail_route.iter0.violations": 45,
  "combinationalPowerShare": 0.093,
  "synth.most_common_cell": "sky130_fd_sc_hd__dfxtp_1",
  "netlist.area_leader.share": 0.718,
  "final_max_slew_viol_count": 0,
  "stage_log_warnings": 27,
  "final_min_period_over_clock_period": 1.12,
  "setup.worst_path.class": "register to output pin",
  "number_of_filler_cells_placed_in_the_layout": 3229,
  "grt_remaining_overflow": 0,
  "synth-warning-count": 1,
  "initial_utilization": 0.141,
  "pre_cts_slack_ns": -0.214,
  "die_w_um": 195,
  "synth_cell_type_count": 5,
  "maxClockFrequency_ghz": 0.892,
  "vias_per_cell": 3.07,
  "finalCriticalPeriod_ns": 1.12,
  "ys_top_cells_by_count": "154 x sky130_fd_sc_hd__dfxtp_1, 108 x sky130_fd_sc_hd__nor2b_1, 46 x sky130_fd_sc_hd__nor2b_2",
  "synth-adder-area-share": 0,
  "timing_hold_violations_final": 0,
  "synthTopCellsByArea": "sky130_fd_sc_hd__dfxtp_1 72%, sky130_fd_sc_hd__nor2b_1 16%, sky130_fd_sc_hd__nor2b_2 9.4%, sky130_fd_sc_hd__buf_6 2.1%, sky130_fd_sc_hd__buf_2 1.0%",
  "worst_ir_drop_vdd_mv": 1.02,
  "ys_cells": 325,
  "detail_route.wl_per_cell_um": 14.6,
  "total_cts_buffers": 17,
  "timing.critical_path.required_ns": 0.80,
  "xor_area_frac": 0,
  "io_pins": 310,
  "max_slew.worst_pin.slew_ns": 0.260,
  "final_core_density": 0.256
}
## cell families after synthesis
kind of cell,after synthesis
flops,154
buf+inv,17
simple gates,154
## routing by layer
| layer | GRT usage | share of wire | vias up |
|---|---|---|---|
| li1 | - | - | 1623 |
| met1 | 0.0922 | 0.40 | 1396 |
| met2 | 0.117 | 0.42 | 214 |
| met3 | 0.0592 | 0.16 | 12 |
| met4 | 0.00905 | 0.013 | 0 |
| met5 | 0 | 0 | - |
## power groups by stage
stage	combinational [uW]	sequential (uW)	clock, uW
4_1_cts	1370	6550	6680
5_1_grt	1460	6580	6920
6_report	1320	6550	6380
## state kept, by name, summed over array words and instances (netlist names), 2 cells and up
name	cells
rd_out	5
mem_to_reg_out	2
rt_out	5
rs_out	5
reg_dst_out	2
sign_extend_out	32
addPCout	32
alu_function_out	3
read_data1_out	32
read_data2_out	32
## metrics by stage
| stage | instances | hold WS, ns | area (um^2) |
|---|---|---|---|
| 4_1_cts | 1055 | 0.0796 | 7750 |
| 6_report | 1056 | 0.101 | 7780 |
| 2_1_floorplan | 325 | 0.328 | 4300 |
| 5_1_grt | 1055 | 0.0845 | 7770 |
| 3_3_place_gp | 1023 | 0.549 | 7890 |
| 3_5_place_dp | 1023 | 0.560 | 7890 |
## cell usage in the layout (no fill, tap or decap)
master                            count
sky130_fd_sc_hd__nor2b_2             46
sky130_fd_sc_hd__diode_2              1
sky130_fd_sc_hd__nor2b_1            108
sky130_fd_sc_hd__buf_4                5
sky130_fd_sc_hd__dfxtp_1            124
sky130_fd_sc_hd__clkbuf_16           17
sky130_fd_sc_hd__buf_2              148
sky130_fd_sc_hd__bufinv_16            1
sky130_fd_sc_hd__clkinv_4             3
sky130_fd_sc_hd__clkdlybuf4s50_1    154
sky130_fd_sc_hd__buf_12               5
sky130_fd_sc_hd__clkinv_2             2
sky130_fd_sc_hd__inv_6                6
sky130_fd_sc_hd__buf_6                7
sky130_fd_sc_hd__inv_8                3
sky130_fd_sc_hd__dfxtp_2             29
sky130_fd_sc_hd__dfxtp_4              1
## repair_timing
action | in CTS | in global routing
gates resized | 520 | 13
endpoints found under the setup margin | 154 | 154
hold buffers | 0 | 0
pin swaps | 0 | 0
## cell type report
class	count	area share
clock inverters	15	0.0196
diodes	1	0.000322
well taps	396	0.0637
repair buffers	319	0.321
clock buffers	17	0.0547
multi-input cells	154	0.139
flip-flops and latches	154	0.402
## worst max path at each step
stage | start | end | slack (ns) | cells after the start
5_1_grt | rs_out[0] | rs_out[0] | -0.18 | 1
6_report | rs_out[0] | rs_out[0] | -0.12 | 1
4_1_cts | rs_out[0] | rs_out[0] | -0.17 | 1
Power figures rest on the tool's default switching activity, not on a simulated workload.
