===== config.mk =====
export PLATFORM = sky130hd
export DESIGN_NAME = reg_file
export DESIGN_NICKNAME = reg_file
export VERILOG_FILES = /design/flow/design.v
export SDC_FILE = /design/flow/constraint.sdc
export NUM_CORES = 4
export LEC_CHECK = 1
export CORE_UTILIZATION = 30

===== constraint.sdc =====
current_design reg_file

set clk_period 26.2
set clk_io_pct 0.2

create_clock -name clk0 -period $clk_period [get_ports {clk}]

set non_clock_inputs [all_inputs -no_clocks]
set_input_delay [expr $clk_period * $clk_io_pct] -clock clk0 $non_clock_inputs
set_output_delay [expr $clk_period * $clk_io_pct] -clock clk0 [all_outputs]

===== design.v =====
module reg_file (write_data, read_reg1, read_reg2, write_reg, reg_write, rst, clk, read_data1, read_data2);
    input[31:0] write_data;
    input[4:0] read_reg1, read_reg2, write_reg;
    input reg_write, rst, clk;
    output[31:0] read_data1, read_data2;
    reg[31:0] reg_mem[0:31];
    integer k;
    always @(posedge clk)begin
        if (rst)
            for (k = 0; k < 32 ; k = k + 1) reg_mem[k] <= 32'd0;
        else if (reg_write && write_reg != 5'd0)
            reg_mem[write_reg] <= write_data;
    end
    assign read_data1 = (read_reg1 == 5'b0) ? 32'd0 : reg_mem[read_reg1];
    assign read_data2 = (read_reg2 == 5'b0) ? 32'd0 : reg_mem[read_reg2];
endmodule

===== run.sh =====
#!/bin/bash
# OpenROAD 26Q1-2900-gdf79404cd8, Yosys 0.63+post, stock flow scripts
make -C /OpenROAD-flow-scripts/flow DESIGN_CONFIG=/design/flow/config.mk WORK_HOME=/design/flow/orfs finish

==> reports/results.ini <==
[die]
rows = 155
die_width_um = 427
die_height_um = 427
die_area_mm2 = 0.182
fp_util = 0.303
core_mm2 = 0.179
io_pins = 114

[power]
combPwrFrac = 0.119
p_total_mw = 4.10
p_switching_mw = 0.998
max-vdd-ir-drop_v = 0.0000525
swShare = 0.243
leakagePower_nw = 20.9
pwr-share-seq = 0.473
power.density_mw_per_mm2 = 66.0
internal_power_mw = 3.10
clkPwrFrac = 0.408

[cts]
cts_made_buffers = 109
cts_sinks = 1024
htreeDepth = 3
cts_max_path_buffers = 3
ctsResizeCount = 0
cts_setup_buffers = 0
cts_tree = built
clockRootBuffer = clkbuf_16
path_clk_slew_ns = 0.06
cts_hold_buf = 0

[worst_setup_path]
cp_cell_sequence = buf_8 -> buf_12 -> buf_4 -> buf_4 -> mux4_2 -> nand2_1 -> a32o_1 -> nor4_1 -> clkdlybuf4s50_1
crit_type = input port to primary output
arrival_ns = 9.41
cp_common_cell = buf_4
start_kind = input port
critPathRequiredTime_ns = 20.96
critPathCaptureType = primary output
critical_path_peak_fanout = 71
cp_slowest_cell = buf_4
slowest_delay_ns = 0.70

[synth]
synthFlopType = edfxtp_1
yosys_area_mm2 = 0.0542
synthArstFlopShare = 0
syn_inst = 3502
edf_count = 1024
yosysCellCount = 3502
ys_seq_share = 0.567
synth_warnings = 1
synth.distinct_cells = 42
syn_area_mm2 = 0.0542
synth_flops = 1024
synth.avg_cell_area_um2 = 15.5

[detailed_routing]
wl_met2_mm = 87.0
drcViolationCount = 0
vias_per_cell = 5.47
dr.pass1.iters = 5
detail-route-antenna-nets = 0
wl_per_cell_um = 31.3
dr_total_vias = 32800
top_layer_used = met5
wirelength_mm = 188
met3_length_mm = 30.9
wl_met1_mm = 59.5
first_iter_violations = 2213

[sta]
hold_viol = 0
setup_violations = 0
tns_ns = 0
fin_crit_ns = 14.65
finalClockPeriodUsage = 0.559
maxSlewViolCount = 0
worstMarginPinSlew_ns = 0.925
rsz0062_at_grt = false
max_clock_freq_mhz = 68.2
slew_headroom = 0.382

[layout]
area_delta_synth_final_pct = 14.5
stdcell_count = 6003
layout-drive-gt1-share = 0.258
regMostFlops = reg_mem
final_area_mm2 = 0.0621
largest_reg_flops = 1024
reg_top3 = reg_mem x1024

[min_path]
min_from = rst
holdPathEnd = reg_mem[0][13]
hp-class = input port to flip-flop
whs_path_depth = 2

[placement]
hpwl_mm = 110
placed_cell_area_mm2 = 0.0583
gp_congestion = 0.913
placed_cells = 5791
io_buffers = 113

[status]
status = complete, no violations

[grt]
grt_usage = 0.220
overflow = 0
antenna_found_initial = 6
grt_max_degree = 89
grt_pass1_wl_mm = 264
grt_pass1_vias = 35800

[run]
cap_viol_max_count = 0
warnings = 26

==> worst max-delay path by stage <==
| stage | startpoint | end | slack (ns) | cells after the start |
|---|---|---|---|---|
| after CTS | read_reg1[1] | read_data1[21] | 11.45 | 9 |
| after global routing | read_reg1[1] | read_data1[21] | 11.28 | 9 |
| final | read_reg1[1] | read_data1[21] | 11.55 | 9 |
==> layout make-up <==
cell class                      instances  area (µm²)
Inverter                                2        7.51
Timing Repair Buffer                  290        2500
Multi-Input combinational cell       2120       22100
Clock inverter                         82        1000
Sequential cell                      1024       30700
Fill cell                           16600      117000
Clock buffer                          124        2830
Tap cell                             2355        2950
Antenna cell                            6        15.0
==> cells in the final DEF, fill, tap and decap left out, types with 5 or more instances in the layout <==
master / n
mux4_2: 472
or2_2: 33
nor4_1: 5
clkinv_1: 19
clkinv_2: 22
a22o_1: 51
inv_6: 8
mux2_2: 30
buf_4: 174
nand2b_1: 5
nor2b_1: 12
edfxtp_1: 1024
conb_1: 32
clkinvlp_4: 8
clkbuf_16: 111
a211oi_1: 7
a22oi_1: 16
o22ai_1: 103
nor2_4: 29
nand3b_1: 5
mux2i_1: 150
diode_2: 6
nand2_1: 7
nand3_1: 5
a2111oi_1: 42
and2_1: 994
clkbuf_1: 13
bufinv_16: 22
clkdlybuf4s50_1: 103
a2111oi_0: 12
a21oi_1: 12
nor3_1: 54
==> layer usage <==
metal | global-route usage | vias to the layer above
met4 | 0.0926 | 2
met5 | 0.00582 | -
met2 | 0.329 | 2381
met1 | 0.236 | 16300
met3 | 0.161 | 466
li1 | - | 13700
==> cell families after synthesis <==
logic type | share of synthesized area
other cells | 0.0000691
buf+inv | 0.0331
mux | 0.230
flops | 0.567
simple gates | 0.133
compound gates | 0.0365
==> cell usage after synthesis (all sizes together), types with 5 or more instances <==
master	number	area [µm²]
nor2b	14	87.6
mux2	30	338
nand2b	5	31.3
nor3	54	270
clkbuf	272	1020
nand3b	5	37.5
nand2	7	26.3
a22o	51	447
o22ai	103	644
a22oi	16	120
and2	995	6220
mux4	472	10600
mux2i	150	1500
a21oi	12	60.1
or2	33	206
nor4	6	37.5
nor2	36	135
edfxtp	1024	30700
a211oi	7	52.6
a2111oi	55	533
buf	115	768
nand3	5	25.0
==> per-stage QoR <==
step | worst slack (ns) | hold slack (ns) | utilization
detailed placement | 11.47 | 5.93 | 0.326
finish | 11.55 | 5.19 | 0.347
CTS | 11.45 | 5.15 | 0.347
global placement | 11.42 | 5.92 | 0.326
floorplan | 14.12 | 5.44 | -
global route | 11.28 | 5.18 | 0.347
==> worst max-delay path: cells and delay by family <==
family,cells,cell delay [ns]
muxes,1,0.33
buffers and inverters,5,2.82
AOI/OAI and AO/OA,1,0.34
and+or+nand+nor,2,0.48
==> power groups by stage <==
stage | Clock (mW) | Combinational [mW] | Sequential [mW]
after CTS | 1.69 | 0.490 | 1.94
after global routing | 1.75 | 0.512 | 1.95
final | 1.67 | 0.489 | 1.94
Power is estimated from default activity; no workload was simulated.
